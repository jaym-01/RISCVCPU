<file path="flow/constraint.sdc">
current_design alu

set clk_period 19.7
set clk_io_pct 0.2

create_clock -name clk0 -period $clk_period

set non_clock_inputs [all_inputs -no_clocks]
set_input_delay [expr $clk_period * $clk_io_pct] -clock clk0 $non_clock_inputs
set_output_delay [expr $clk_period * $clk_io_pct] -clock clk0 [all_outputs]
</file>
<file path="flow/design.v">
module alu #(
    parameter DATA_WIDTH = 32
)(
    input logic [DATA_WIDTH-1:0] op1,
    input logic [DATA_WIDTH-1:0] op2,
    input logic [2:0] ALUctrl,
    output logic [DATA_WIDTH-1:0] SUM,
    output logic zero
);
    assign zero = op1 == op2;
    always_comb
        case(ALUctrl)
            3'b001: SUM = op1 - op2;
            3'b010: SUM = op2;
            default: SUM = op1 + op2;
        endcase
endmodule
</file>
<file path="flow/run.sh">
#!/bin/bash
# OpenROAD 26Q1-2900-gdf79404cd8, Yosys 0.63+post, stock flow scripts
make -C /OpenROAD-flow-scripts/flow DESIGN_CONFIG=/design/flow/config.mk WORK_HOME=/design/flow/orfs finish
</file>
<file path="flow/config.mk">
export PLATFORM = sky130hd
export DESIGN_NAME = alu
export DESIGN_NICKNAME = alu
export VERILOG_FILES = /design/flow/design.v
export SDC_FILE = /design/flow/constraint.sdc
export NUM_CORES = 4
export LEC_CHECK = 1
export CORE_UTILIZATION = 30
</file>
==> reports/metrics.yaml <==
routing:
  drc: 0
  dr_total_vias: 4731
  routed_wl_mm: 13.4
  dr.first_iter.drc_count: 330
  num_antenna_cells: 0
  drtPass1Iterations: 5
  wl_per_cell_um: 15.8
  vias_per_cell: 5.59
  ant_nets: 0
layout:
  drive_gt1_share_pct: 4.44
  lay_top_cells: "clkdlybuf4s50_1, a21oi_1, nor2_1, ha_1, inv_1"
  syn_to_final_growth_pct: 28.4
  stdcell_count: 847
  clock_buffer_count: 0
  flops: 0
  seq_area_um2: 0
  layout_top_cell: "clkdlybuf4s50_1"
  final_util_pct: 39.7
  n_fill_cell: 1375
logic_synthesis:
  avgSynthCellArea_um2: 6.50
  synth_chip_area_um2: 3920
  yosysCellCount: 603
  netlist_area_um2: 3920
  synthCells: 603
  post-synth-top-area-cell: "ha_1"
  synth_seq_share_pct: 0
  synth_cell_types: 72
  top_cell_area_share_pct: 20.1
  area_leaders: "ha_1, a21oi_1, nor2_1"
  ys_warn_count: 1
pwr:
  clkPwrFrac_pct: 0
  p_per_area_nw_per_um2: 31.3
  p_leak_nw: 2.18
  seqPwrFrac_pct: 0
  power.share.switching_pct: 51.0
  p_comb_share_pct: 100.0
  switchingPower_mw: 0.0803
  p_total_mw: 0.158
  cell_internal_pwr_mw: 0.0773
  irDropWorstVdd_v: 0.00000975
grt:
  grt-ovfl-total: 0
  grt_pass1_vias: 4415
  track_usage_pct: 20.1
  grt_first_pass_wirelength_mm: 21.9
  grt_start_max_net_pins: 45
  antenna_found_initial: 0
run:
  drv_cap: 0
  warnings: 64
place:
  numPortBuffers: 100
  gp_congestion: 0.941
  dp_hpwl_mm: 10.4
  placedCellCount: 847
  preCtsSetupSlack_ns: 7.87
timing:
  grt_setup_unrepaired: "false"
  fin_setup_tns_ns: 0
  slew_viol_final: 0
  setup_viol: 0
  relSlewSlack_pct: 59.3
  hold_viol: 0
  min_period_ns: 11.81
  worst_pin_slew_ns: 0.606
  finalCritPeriodShare_pct: 60.0
  max_freq_ghz: 0.0846
  layout_setup_ws_ns: 7.89
setup_path:
  cp_top_family: "AND-OR/OR-AND gates"
  slowest_stage: "a2111oi_1"
  crit_arrival_ns: 7.87
  cp_cell_sequence: "clkdlybuf4s50_1 -> inv_1 -> ha_1 -> inv_1 -> nor3_1 -> nor4_2 -> a31oi_2 -> o21ai_1 -> a41oi_2 -> a2111oi_2 -> o32ai_1 -> a2111oi_1 -> clkdlybuf4s50_1"
  critPathBufInv: 4
  required_ns: 15.76
  crit_path_end_kind: "output pin"
  crit_path_start_kind: "input port"
  critPathKind: "input port to output pin"
  cp_slowest_stage_delay_ns: 0.58
  critPathMaxFanout: 6
floorplanning:
  fp.dieH_um: 116
  die.size.x_um: 116
  fp_util_pct: 30.9
  rows: 41
  die_area_um2: 13500
  core_area_um2: 12700
  pin_count: 100
worst_hold_path:
  hold_path_class: "input port to output pin"
  min_to: "SUM[10]"
  min_path_cells: 4
  hp-start: "op2[10]"
clock_tree:
  ctsHoldBuffers: 0
  cts_resized: 0
  cts_setup_buffers: 0
status:
  status: "complete, no violations"
## area by class of cell
| cell class | instances | area, um2 | share of cell area, % |
|---|---|---|---|
| inverter | 58 | 218 | 4.33 |
| timing repair buffer | 107 | 1050 | 20.9 |
| tap | 172 | 215 | 4.28 |
| multi-input combinational | 510 | 3550 | 70.5 |
## Yosys cell counts, types with 3 or more instances
library cell,count
and3_1,5
nor2_1,68
nand4_1,3
nand2_1,40
a31oi_1,3
and2_1,4
o21a_1,5
o31ai_1,8
nor2b_1,12
a221o_1,5
and4_1,3
a211oi_1,8
inv_1,58
o21bai_1,10
clkbuf_1,22
o22ai_1,18
or2_2,4
a21o_1,17
ha_1,63
nor3b_1,4
a21oi_1,73
or3_1,3
buf_1,3
o221ai_1,11
nand3b_1,3
nand2b_1,6
o211a_1,3
o211ai_1,8
o21ai_0,37
nand3_1,5
a22oi_1,7
a221oi_1,10
nor3_1,11
o31a_1,3
o221a_2,4
buf_2,7
a211o_1,4
## per-layer routing
layer / part of all wire, % / vias up / global-route usage [%] / wire length (um)
met3: 5.6 / 0 / 1.11 / 749
met4: 0 / 0 / 0.513 / 0
met5: 0 / - / 0 / 0
li1: - / 2397 / - / -
met1: 49 / 2188 / 30.1 / 6550
met2: 45 / 146 / 33.4 / 6050
## cells by family (layout without fill, tap and decap cells)
family | count (synthesis) | in the layout | share of synthesized area (%)
compound gates | 260 | 260 | 45.6
simple gates | 183 | 183 | 23.1
buf+inv | 93 | 165 | 9.61
fa+ha+maj | 65 | 65 | 21.1
xor+xnor | 1 | 1 | 0.224
mux | 1 | 1 | 0.255
## through the flow
step	instance area (um2)	hold slack (ns)
after floorplan	3920	7.94
after global placement	5030	8.86
after detailed placement	5030	8.87
after CTS	5030	8.87
after global routing	5030	8.91
final	5030	8.86
## power groups by stage
stage	clock network (mW)	registers, mW	logic, mW
4_1_cts	0	0	0.158
6_report	0	0	0.158
5_1_grt	0	0	0.176
## how the worst max path moves through the flow
stage	cells past startpoint	endpoint	slack, ns	from
final	13	SUM[31]	7.89	op2[5]
after global routing	13	SUM[31]	7.66	op2[1]
after CTS	13	SUM[31]	7.86	op2[5]
Power and IR drop assume default switching activity.
