## design/flow/design.v

```verilog
module regfile #(
    parameter ADDRESS_WIDTH = 5,
    DATA_WIDTH = 32
)(
    input logic clk,
    input logic [ADDRESS_WIDTH-1:0] AD1,
    input logic [ADDRESS_WIDTH-1:0] AD2,
    input logic [ADDRESS_WIDTH-1:0] AD3,
    input logic WE3,
    input logic [DATA_WIDTH-1:0] WD3,
    output logic [DATA_WIDTH-1:0] a0,
    output logic [DATA_WIDTH-1:0] RD1,
    output logic [DATA_WIDTH-1:0] RD2
);
    logic [DATA_WIDTH-1:0] regs [2**ADDRESS_WIDTH-1:0];
    initial begin
        regs[0] = {DATA_WIDTH{1'b0}};
        regs['d10] = {DATA_WIDTH{1'b0}};
    end
    assign RD1 = regs[AD1];
    assign RD2 = regs[AD2];
    assign a0 = regs['d10];   
    always_ff @(posedge clk) begin
        if(WE3 && AD3 != 0) regs[AD3] <= WD3;
    end
endmodule
```

## design/flow/run.sh

```bash
#!/bin/bash
# OpenROAD 26Q1-2900-gdf79404cd8, Yosys 0.63+post, stock flow scripts
make -C /OpenROAD-flow-scripts/flow DESIGN_CONFIG=/design/flow/config.mk WORK_HOME=/design/flow/orfs finish
```

## design/flow/config.mk

```make
export PLATFORM = sky130hd
export DESIGN_NAME = regfile
export DESIGN_NICKNAME = regfile
export VERILOG_FILES = /design/flow/design.v
export SDC_FILE = /design/flow/constraint.sdc
export NUM_CORES = 4
export LEC_CHECK = 1
export CORE_UTILIZATION = 40
```

## design/flow/constraint.sdc

```tcl
current_design regfile

set clk_period 9.3
set clk_io_pct 0.2

create_clock -name clk0 -period $clk_period [get_ports {clk}]

set non_clock_inputs [all_inputs -no_clocks]
set_input_delay [expr $clk_period * $clk_io_pct] -clock clk0 $non_clock_inputs
set_output_delay [expr $clk_period * $clk_io_pct] -clock clk0 [all_outputs]
```

==> deck_impl_summary.md <==
Implementation Results

Power and ir drop
  – Maximum vdd drop: 0.000154 V
  – Net Sw Power: 2400 uW
  – Proportion of power drawn by flip-flops and latches: 49.8%
  – Power density relative to cell area: 186 mW/mm2
  – Internal power of the cells: 7990 uW
  – Static Leakage: 0.0205 uW
  – Total chip power: 10400 uW
  – Switching power as a share of total power: 23.1%
  – Comb power frac: 9.3%
  – Relative contribution of the clock network to total power: 40.9%

Synth
  – Chip Area, Yosys: 0.0488 mm2
  – Number of synthesized register bits: 1024
  – Distinct lib cells used: 24
  – Share of synthesized registers carrying an async set or reset: 0%
  – Library cell with the largest summed area after synthesis: sky130_fd_sc_hd__edfxtp_1
  – Average cell area after synthesis: 14.4 um2
  – Flip-flops with a built-in enable: 1024
  – Netlist Area Pre-Place: 0.0488 mm2
  – Synth top area share: 63.0%
  – Sequential-to-total area share from yosys stat: 63.0%
  – Cell area leaders: sky130_fd_sc_hd__edfxtp_1 63%, sky130_fd_sc_hd__mux2i_1 21%, sky130_fd_sc_hd__a22oi_1 3.0%, sky130_fd_sc_hd__a22o_1 2.3%, sky130_fd_sc_hd__nand3_1 2.0%
  – Top cell types by occurrence after synthesis: 1024 x sky130_fd_sc_hd__edfxtp_1, 1024 x sky130_fd_sc_hd__mux2i_1, 195 x sky130_fd_sc_hd__nand2_1
  – Synthesized netlist cell count: 3386
  – Yosys warning tally: 1
  – Number of cells in the yosys synthesis report: 3386
  – Dominant flop cell: sky130_fd_sc_hd__edfxtp_1

Placement
  – Post-placement cell count: 5057
  – Instance area at placement: 0.0523 mm2
  – Detailed Place HPWL: 86.7 mm
  – Routability cong.: 0.852
  – Port Buf Inserts: 144

Cells and area
  – Number of flip-flops under the largest register name: 1024
  – Registers with the most flip-flops: regs: 1024 flops
  – Fraction of layout cells with a size suffix above 1: 9.44%
  – Filler cells: 10400
  – Post-route non-filler standard cell count: 5245
  – Post-Layout Inst Area: 0.0557 mm2
  – Register ranked first by flip-flop count: regs
  – Post-synthesis to final-layout area growth: 14.2%

Worst setup path
  – Cell class contributing the biggest share of worst-path delay: buffers and inverters
  – Path type of the worst setup path: in2out
  – Cell at the slowest stage of the critical path: sky130_fd_sc_hd__and2_4
  – Nature of the critical path startpoint: primary input
  – Data required, critical path: 7440 ps
  – Bufs and invs on worst path: 4
  – List of cells traversed by the critical path: clkdlybuf4s50_1, and2_4, buf_4, buf_4, a22o_1, nor3_1, a31oi_1, nand3_1, clkdlybuf4s50_1
  – Capturing element type of the critical path: output pin
  – Max Fanout on Critical Path: 45
  – Data arrival at the endpoint of the critical path: 5310 ps
  – Maximum cell stage delay along the critical path: 810 ps

Timing
  – Count of final max-slew check failures: 0
  – Highest clock frequency the design can meet: 0.139 GHz
  – Final critical-path share of the clock period: 77.1%
  – Final-report hold violation count: 0
  – Slew at the pin closest to its max-slew limit: 1040 ps
  – Slew headroom: 30.8%
  – Post-route minimum period: 7170 ps
  – Final setup viols: 0
  – Final sum of negative setup slack: 0 ps
  – Setup repair after global routing missed its margin: false

Clock tree
  – Post-CTS Setup Bufs: 0
  – Cells resized by post-CTS repair: 0
  – Reg clk slew, reported paths: 60 ps
  – Hold buffer count at CTS: 0
  – TritonCTS clock tree: yes
  – Longest Clk Path Bufs: 3
  – Number of buffers inserted during clock tree synthesis: 106
  – # clock sinks: 1024
  – Number of levels in the clock H-tree: 3
  – Library cell used as clock root buffer: sky130_fd_sc_hd__clkbuf_16

Die
  – Number of ports placed on the die boundary: 145
  – Share of the core filled by cells before placement: 40.5%
  – Std cell rows: 127
  – Chip area: 0.123 mm2
  – Height of the chip: 351 um
  – CORE AREA: 0.120 mm2
  – Die X-Extent: 351 um

Global route
  – Overall fraction of global-route tracks in use: 27.5%
  – Wire length of the first global-routing pass: 223 mm
  – Global route overflow: 0
  – Met1 track demand over resource: 34.9%
  – Maximum number of pins on one net before global-route repair: 87
  – Number of antenna violations at the first check in global routing: 4
  – Busiest metal layer after global routing: met2
  – Met2 capacity usage during global routing: 40.4%
  – Fraction of met3 tracks used by global routing: 17.6%
  – Vias in the first global route: 31800

Route
  – Detailed Routing Iterations Pass 1: 5
  – Number of design-rule violations left by the first detailed-router iteration: 1923
  – Remaining DRCs: 0
  – Via count: 31300
  – Ratio of routed vias to standard cells: 5.96
  – Average routed wire per standard cell: 30.1 um
  – Count of antenna-violating nets left after detailed routing: 0
  – Final WL: 158 mm

Status
  – Run status: complete, no violations

Flow run
  – Max-capacitance violation count: 0
  – Total tool warning count: 26

Hold path
  – Worst min path class: in2reg
==> worst paths after layout <==
check                from           end  slack, ps  cells past startpoint
setup / recovery   AD1[0]       RD1[24]       2130                      9
hold / removal    WD3[21]  regs[18][21]       2000                      2
==> layer usage <==
metal  routed length [um]  up-vias
li1                     -    13700
met1                56300    15500
met2                72300     1828
met3                23800      244
met4                 4970       16
met5                  240        -
==> cells in the final DEF, fill, tap and decap left out, drive strengths merged, types with 5 or more instances in the layout <==
cell,n
clkdlybuf4s50,142
edfxtp,1024
a22oi,192
nand3b,5
nor2,34
buf,139
nand3,194
clkinv,47
a31oi,64
a21oi,192
nor3,64
conb,32
nand2,195
a22o,128
mux2i,1024
clkbuf,120
bufinv,13
==> final cells by class <==
cell class	instances	area, um2	share of cell area (%)
diodes	1	2.50	0.00449
clock buffers	120	2770	4.97
clock inverters	67	661	1.19
multi-input cells	2140	16900	30.3
flip-flops and latches	1024	30700	55.2
well taps	1612	2020	3.62
repair buffers	281	2640	4.74
==> stage by stage <==
step           utilization [%]  hold slack [ps]  setup WS, ps
4_1_cts                   46.3             1970          2160
6_report                  46.3             2000          2130
5_1_grt                   46.3             2020          1990
3_3_place_gp              43.4             2660          2180
2_1_floorplan                -             1960          4520
3_5_place_dp              43.4             2670          2170
==> power by group through the flow <==
stage     clock [uW]  sequential [uW]  combinational, uW
6_report        4250             5170                967
5_1_grt         4470             5180               1030
4_1_cts         4300             5170                959
==> cell families after synthesis <==
| family | share of synthesized area, % |
|---|---|
| mux | 21.0 |
| simple gates | 4.71 |
| compound gates | 8.04 |
| buf+inv | 3.21 |
| other cells | 0.00769 |
| flops | 63.0 |
Power and IR drop assume default switching activity.
