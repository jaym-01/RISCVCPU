`flow/config.mk`:
```
export PLATFORM = sky130hd
export DESIGN_NAME = extend
export DESIGN_NICKNAME = extend
export VERILOG_FILES = /design/flow/design.v
export SDC_FILE = /design/flow/constraint.sdc
export NUM_CORES = 4
export LEC_CHECK = 1
export CORE_AREA = 10 10 70 70
export DIE_AREA = 0 0 80 80
```
`flow/constraint.sdc`:
```
current_design extend

set clk_period 3.2
set clk_io_pct 0.2

create_clock -name clk0 -period $clk_period

set non_clock_inputs [all_inputs -no_clocks]
set_input_delay [expr $clk_period * $clk_io_pct] -clock clk0 $non_clock_inputs
set_output_delay [expr $clk_period * $clk_io_pct] -clock clk0 [all_outputs]
```
`flow/design.v`:
```
module extend(
    input logic [31:7] Imm,
    input logic [2:0] ImmSrc,
    output logic [31:0] ImmExt
);
    logic msb;
    assign msb = Imm[31];
    always_comb 
        if (ImmSrc == 3'd1) ImmExt = {{19{msb}}, Imm[31], Imm[7], Imm[30:25], Imm[11:8], 1'b0};  
        else if (ImmSrc == 3'd2) ImmExt = {{20{msb}}, Imm[31:25], Imm[11:7]};  
        else if (ImmSrc == 3'd3) ImmExt = {{11{msb}}, Imm[31], Imm[19:12], Imm[20], Imm[30:21], 1'b0};  
        else if (ImmSrc == 3'd4) ImmExt = {Imm[31:12], 12'b0};  
        else ImmExt = {{20{msb}}, Imm[31:20]};  
endmodule
```
`flow/run.sh`:
```
#!/bin/bash
# OpenROAD 26Q1-2900-gdf79404cd8, Yosys 0.63+post, stock flow scripts
make -C /OpenROAD-flow-scripts/flow DESIGN_CONFIG=/design/flow/config.mk WORK_HOME=/design/flow/orfs finish
```
==> results.cfg <==
; flow metrics
[run_status]
outcome = complete, no violations

[floorplanning]
die_y_um = 80
dieWidth_um = 80
ioPinCount = 60
chipArea_sq_um = 6400
core_area_sq_um = 3420
rows = 21
initCoreUtil = 0.168

[placed_design]
dp_slack_ps = 33.3
io_buffers = 60
dp.cells = 191
hpwl_mm = 2.33
place_congestion = 0.790

[worst_setup_path]
cp_max_fo = 8
crit_path_end_kind = output port
worstPathRequired_ps = 2560
startpoint_type = input pin
critPathKind = input pin to output port
critical_path.startpoint = Imm[31]
arrival_ps = 2430

[route]
wire_per_inst_um = 13.9
num_vias = 830
antenna_left = 0
first_pass_iters = 4
detail_route.wirelength_mm = 2.66
drtIter0Drc = 37
n_antenna_cell = 0
vias_per_cell = 4.35
drc = 0

[pwr]
power.density_nw_per_um2 = 147
vdd_ir_drop_max_uv = 64.2
p_leak_nw = 0.520
finalPower_mw = 0.182

[synth]
netlist_instances = 85
syn_avg_cell_area_sq_um = 6.74
yosys_area_sq_um = 573
yosysSeqAreaShare = 0
yosysTopAreaCell = a21o_1
yosysUniqueCellTypes = 26
yosys.area.top_type_share = 0.144
ys_cells = 85
syn_area_sq_um = 573
top_cells_by_area = a21o_1 (14%), a221oi_1 (12%), buf_6 (7.9%)
yosys_warnings = 1

[global_route]
overflow = 0
grt_pass1_wl_mm = 4.22
grt_usage = 0.0781
antenna_found_initial = 0
grt_max_degree = 18
grt_pass1_vias = 819

[timing]
max_freq_mhz = 326
fin_tns_setup_ps = 0
relSlewSlack = 0.633
setup_slack_ps = 130
max_slew.worst_pin.slew_ps = 546
fin_crit_ps = 3070
setup_viol = 0
grt_setup_unrepaired = no
maxSlewViolCount = 0
finalClockPeriodUsage = 0.959
hold_viol = 0

[cells_and_area]
stdcell_count = 191
drive_gt1_frac = 0.117
final-seq-area_sq_um = 0
flop-count = 0
syn_to_final_growth_pct = 116
nClkBuffers = 0

[hold_path]
worstHoldStart = ImmSrc[2]
min_path_type = input pin to output port

[run]
warnings = 32
cap_viol_max_count = 0

[cts]
cts_setup_buffers = 0
hold_buffers = 0
post_cts_resized = 0
## layout by cell type (no fill, tap or decap)
cell / Yosys / layout
a21o_1: 11 / 11
a21oi_1: 1 / 1
a221oi_1: 8 / 8
nand2_1: 6 / 6
nor2b_2: 1 / 1
nor2_1: 12 / 12
o2bb2ai_1: 1 / 1
nor3b_4: 1 / 1
nand2b_2: 0 / 1
xor2_2: 0 / 1
o22ai_1: 1 / 1
dlymetal6s2s_1: 0 / 1
xnor2_2: 1 / 2
nand2b_1: 4 / 3
nor3_1: 4 / 4
a211oi_1: 4 / 4
o21ai_1: 1 / 1
mux2_2: 1 / 1
buf_4: 2 / 10
or2_1: 1 / 1
a211o_1: 1 / 1
o21ai_0: 8 / 8
clkdlybuf4s50_1: 0 / 59
nor2b_1: 6 / 6
## final cells by class
type	instances	area [sq um]
tap	46	57.6
timing repair buffer	70	678
multi-input combinational	75	503
fill	365	2180
## path summary, 6_finish.rpt
kind	depth (start not counted)	endpoint
setup / recovery	5	ImmExt[15]
hold / removal	3	ImmExt[11]
## where the power goes
| part | internal [mW] | switching, mW | leakage, nW |
|---|---|---|---|
| Clock | 0 | 0 | 0 |
| Combinational | 0.124 | 0.0586 | 0.520 |
| Sequential | 0 | 0 | 0 |
## synth_stat cells, drive strengths merged
cell type / number
xor2: 1
nand2b: 4
or2: 1
o2bb2ai: 1
o22ai: 1
nor3: 4
a21oi: 1
a211o: 1
o21ai: 9
nor2b: 7
nand2: 6
a211oi: 4
nor2: 12
buf: 8
mux2: 1
xnor2: 2
a221oi: 8
a21o: 11
clkbuf: 2
nor3b: 1
## per-layer routing
metal	GRT usage	part of all wire
met5	0	0
met4	0	0
met3	0.0136	0.062
met2	0.144	0.53
met1	0.0970	0.40
## through the flow
stage / utilization / area [sq um] / hold slack (ps)
after floorplan: - / 573 / 1340
after global placement: 0.357 / 1220 / 2230
after detailed placement: 0.357 / 1220 / 2230
after CTS: 0.357 / 1220 / 2230
after global routing: 0.363 / 1240 / 2090
final: 0.363 / 1240 / 2010
## critical path, stage by stage
cell,delay [ps]
clkdlybuf4s50_1,540
nand2b_1,280
o21ai_0,130
a221oi_1,290
clkdlybuf4s50_1,550
## logic make-up after synthesis
group	Yosys count	synth area share
AND-OR/OR-AND	36	0.448
XOR/XNOR	3	0.0590
multiplexers	1	0.0196
AND/OR/NAND/NOR	35	0.321
buffers and inverters	10	0.153
Power figures rest on the tool's default switching activity, not on a simulated workload.
